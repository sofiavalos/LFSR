[run.sh]
#!/bin/bash
# OpenROAD 26Q1-2900-gdf79404cd8, Yosys 0.63+post, stock flow scripts
make -C /OpenROAD-flow-scripts/flow DESIGN_CONFIG=/design/flow/config.mk WORK_HOME=/design/flow/orfs finish
[config.mk]
export PLATFORM = sky130hd
export DESIGN_NAME = LSFR_top
export DESIGN_NICKNAME = LSFR_top
export VERILOG_FILES = /design/flow/design.v
export SDC_FILE = /design/flow/constraint.sdc
export NUM_CORES = 4
export LEC_CHECK = 1
export CORE_AREA = 10 10 96 96
export DIE_AREA = 0 0 106 106
[constraint.sdc]
current_design LSFR_top

set clk_period 2.2
set clk_io_pct 0.2

create_clock -name clk0 -period $clk_period [get_ports {clk}]

set non_clock_inputs [all_inputs -no_clocks]
set_input_delay [expr $clk_period * $clk_io_pct] -clock clk0 $non_clock_inputs
set_output_delay [expr $clk_period * $clk_io_pct] -clock clk0 [all_outputs]
[design.v]
`timescale 1ns / 1ps
module LFSR_checker
#(
    parameter LFSR_WIDTH = 8
)   
(   
    output                      o_lock                                                                                                      ,
    input  [LFSR_WIDTH - 1 : 0] i_LFSR                                                                                                      ,
    input                       i_reset                                                                                                     ,
    input                       clk                                     
);                                      
    localparam VALID_WIDTH   = $clog2(5)                                                                                                    ;
    localparam INVALID_WIDTH = $clog2(3)                                                                                                    ;
    localparam [1 : 0]                                      
        STATE_RESET       = 3'd0                                                                                                            ,
        STATE_CHECK       = 3'd1                                                                                                            ,
        STATE_LOCKED      = 3'd2                                                                                                            ,
        STATE_UNLOCKED    = 3'd3                                                                                                            ;
    reg [LFSR_WIDTH    - 1 : 0] expected_LFSR                                                                                               ;     
    reg [2                 : 0] state                                                                                                       ;
    reg [2                 : 0] state_next                                                                                                  ;
    reg [VALID_WIDTH   - 1 : 0] valid_cnt                                                                                                   ;               
    reg [VALID_WIDTH   - 1 : 0] valid_cnt_next                                                                                              ;         
    reg [INVALID_WIDTH - 1 : 0] invalid_cnt                                                                                                 ;
    reg [INVALID_WIDTH - 1 : 0] invalid_cnt_next                                                                                            ;
    reg                         lock                                                                                                        ;    
    reg                         lock_next                                                                                                   ;
    reg                         valid                                                                                                       ;
    wire                        feedback                                                                                                    ;
    always @(*) begin                                       
        case(state)                                         
            STATE_UNLOCKED: begin                                       
                lock_next            = 1'b0                                                                                                 ;
                valid_cnt_next       = valid_cnt                                                                                            ;
                invalid_cnt_next     = invalid_cnt                                                                                          ;
                valid           = valid                                                                                                     ;
                state_next           = STATE_RESET                                                                                          ; 
            end                                     
            STATE_RESET: begin                                      
                lock_next            = lock                                                                                                 ;
                valid_cnt_next       = {VALID_WIDTH{1'b0}}                                                                                  ;
                invalid_cnt_next     = {INVALID_WIDTH{1'b0}}                                                                                ;
                valid                = valid                                                                                                ;             
                state_next           = STATE_CHECK                                                                                          ;                     
            end                                     
            STATE_CHECK: begin                                      
                lock_next            = lock                                                                                                 ;
                if(i_LFSR == expected_LFSR) begin   
                    valid_cnt_next   = valid_cnt + 1'b1                                                                                     ;
                    invalid_cnt_next = invalid_cnt                                                                                          ;
                    valid            = 1'b1                                                                                                 ;
                    state_next       = (invalid_cnt > 'd0) ? STATE_RESET : (valid_cnt_next == 'd5) ? STATE_LOCKED : STATE_CHECK             ;
                end
                else begin
                    valid_cnt_next   = valid_cnt                                                                                            ;                 
                    invalid_cnt_next = invalid_cnt + 1'B1                                                                                   ;
                    valid            = 1'b0                                                                                                 ;
                    state_next       = (valid_cnt > 'd0) ? STATE_RESET : (invalid_cnt_next == 'd3) ? STATE_UNLOCKED : STATE_CHECK           ;  
                end
            end
            STATE_LOCKED: begin
                lock_next            = 1'b1                                                                                                 ;
                valid_cnt_next       = valid_cnt                                                                                            ;
                invalid_cnt_next     = invalid_cnt                                                                                          ;
                valid                = valid                                                                                                ;
                state_next           = STATE_RESET                                                                                          ;
            end                                     
            default: begin                                      
                lock_next            = lock                                                                                                 ;
                valid_cnt_next       = valid_cnt                                                                                            ;
                invalid_cnt_next     = invalid_cnt                                                                                          ;
                valid                = valid                                                                                                ;
                state_next           = state                                                                                                ;
            end
        endcase
    end
    always @(posedge clk) begin
        if(i_reset) begin       
            lock                        <= 1'b0                                                                                             ;
            valid_cnt                   <= {VALID_WIDTH{1'b0}}                                                                              ;
            invalid_cnt                 <= {INVALID_WIDTH{1'b0}}                                                                            ;
            state                       <= STATE_UNLOCKED                                                                                   ;
            expected_LFSR               <= {LFSR_WIDTH{1'b0}}                                                                               ;
        end                                     
        else begin                                      
            lock                        <= lock_next                                                                                        ;
            valid_cnt                   <= valid_cnt_next                                                                                   ;
            invalid_cnt                 <= invalid_cnt_next                                                                                 ;
            state                       <= state_next                                                                                       ;
            if(valid) begin
                expected_LFSR[0]        <= feedback                                                                                         ;
                expected_LFSR[1]        <= expected_LFSR[0]                                                                                 ;
                expected_LFSR[2]        <= expected_LFSR[1] ^ feedback                                                                      ;
                expected_LFSR[3]        <= expected_LFSR[2]                                                                                 ;
                expected_LFSR[4]        <= expected_LFSR[3]                                                                                 ;
                expected_LFSR[5]        <= expected_LFSR[4] ^ feedback                                                                      ;
                expected_LFSR[6]        <= expected_LFSR[5] ^ feedback                                                                      ;
                expected_LFSR[7]        <= expected_LFSR[6]                                                                                 ;
            end
            else begin
                expected_LFSR[0]        <= i_LFSR[7]                                                                                        ;
                expected_LFSR[1]        <= i_LFSR[0]                                                                                        ;
                expected_LFSR[2]        <= i_LFSR[1] ^ feedback                                                                             ;
                expected_LFSR[3]        <= i_LFSR[2]                                                                                        ;
                expected_LFSR[4]        <= i_LFSR[3]                                                                                        ;
                expected_LFSR[5]        <= i_LFSR[4] ^ feedback                                                                             ;
                expected_LFSR[6]        <= i_LFSR[5] ^ feedback                                                                             ;
                expected_LFSR[7]        <= i_LFSR[6]                                                                                        ;
            end
        end                             
    end
    assign o_lock   = lock                                                                                                                  ;
    assign feedback = (valid) ? expected_LFSR[7]  : i_LFSR[7]                                                                               ;                                                
endmodule
`timescale 1ns / 1ps
    module LSFR_top
        #(
        parameter LFSR_WIDTH = 8                                                   
        )
        (
            output [LFSR_WIDTH - 1 : 0] o_LFSR                                         ,
            output                      o_lock                                         ,
            input  [LFSR_WIDTH - 1 : 0] i_seed                                         ,
            input                       i_valid                                        ,
            input                       i_reset                                        ,
            input                       i_soft_reset                                   ,
            input                       clk                                            
        );
    wire [LFSR_WIDTH - 1 : 0]       LFSR                                           ;
    LSFR_generator
    #(
        .LFSR_WIDTH     (LFSR_WIDTH     )                                                  
    )
    u_LFSR_generator
    (
        .i_seed         (i_seed         )                                           ,
        .o_LFSR         (LFSR           )                                           ,
        .i_valid        (i_valid        )                                           ,
        .i_reset        (i_reset        )                                           ,
        .i_soft_reset   (i_soft_reset   )                                           ,
        .clk            (clk            )                                  
    );
    LFSR_checker
    #(
        .LFSR_WIDTH     (LFSR_WIDTH     )
    ) 
    u_LFSR_checker  
    (   
        .o_lock         (o_lock         )                                           ,
        .i_LFSR         (LFSR           )                                           ,
        .i_reset        (i_reset        )                                           ,
        .clk            (clk            )                        
    );  
    assign o_LFSR = LFSR;
endmodule
`timescale 1ns / 1ps
module LSFR_generator
#(
    parameter LFSR_WIDTH = 8                                                   
)
(
    output [LFSR_WIDTH - 1 : 0] o_LFSR                                         ,
    input  [LFSR_WIDTH - 1 : 0] i_seed                                         ,
    input                       i_valid                                        ,
    input                       i_reset                                        ,
    input                       i_soft_reset                                   ,
    input                       clk                                            
);
    wire                       feedback                                        ;
    reg  [LFSR_WIDTH - 1 : 1]  system_seed                                     ;
    reg  [LFSR_WIDTH - 1 : 0]  LFSR                                            ;
    always @(posedge clk or posedge i_reset) begin
        if(i_reset) begin
        system_seed <= {{LFSR_WIDTH {1'b1}}}                                   ;                                     
        LFSR        <= system_seed                                             ;
        end                                                                 
        else if(i_soft_reset) begin
        system_seed <= system_seed                                             ;
        LFSR        <= i_seed                                                  ;
        end
        else if(i_valid) begin
        system_seed <= system_seed                                             ;
        LFSR[0]     <= feedback                                                ;
        LFSR[1]     <= LFSR[0]                                                 ;                
        LFSR[2]     <= LFSR[1] ^ feedback                                      ;
        LFSR[3]     <= LFSR[2]                                                 ;           
        LFSR[4]     <= LFSR[3]                                                 ;           
        LFSR[5]     <= LFSR[4] ^ feedback                                      ;
        LFSR[6]     <= LFSR[5] ^ feedback                                      ;
        LFSR[7]     <= LFSR[6]                                                 ;
        end           
        else begin
        system_seed <= system_seed                                             ;
        LFSR        <=  LFSR                                                   ; 
        end      
    end
    assign o_LFSR   = LFSR                                                     ;
    assign feedback = LFSR[7]                                                  ;
endmodule
==> impl_metrics.ini <==
; generated from flow reports
[die]
floorplan.die.height_um = 106
die_area_um2 = 11200
die_w_um = 106
design.core.area_um2 = 7210
design.portCount = 21
placement_rows = 31
floorplan.initialDensity_pct = 19.7

[worst_setup_path]
worstPathRequired_ns = 1.76
crit_path_max_incr_delay_ns = 0.59
critical_path.cell_chain = clkdlybuf4s50_1
worst_path_max_delay_cell = sky130_fd_sc_hd__dfrtp_1
critical_path.endpoint_type = primary output
timing_worst_setup_path_type = reg2out
timing.critical_path.max_delay_family = flip-flops
worstSetupStartpointType = flip-flop
critical_path_arrival_ns = 1.40
crit_fanout = 8
timing.critical_path.buf_inv = 1

[outcome]
run_status = completed

[yosys]
postSynthCellCount = 155
yosys_warnings = 3
synthesis.area_per_instance_um2 = 9.19
ys.flop_type = sky130_fd_sc_hd__dfxtp_1
netlist.area_leader.share_pct = 25.3
postSynthRegisterBits = 27
synth_cell_types = 35
synth.top_cells.by_count = 19 x sky130_fd_sc_hd__nand2_1, 18 x sky130_fd_sc_hd__dfxtp_1, 15 x sky130_fd_sc_hd__o21ai_0
yosys-stat-area_um2 = 1420
mappedNetlistArea_um2 = 1420
ys_async_sr_fraction_pct = 29.6
synth-edff-count = 0
synth.top_cells.by_area = sky130_fd_sc_hd__dfxtp_1 25%, sky130_fd_sc_hd__dfstp_2 13%, sky130_fd_sc_hd__mux2i_1 7.0%
synth_dominant_cell_count = sky130_fd_sc_hd__nand2_1
yosys-stat-cells = 155
synth_top_cell_by_area = sky130_fd_sc_hd__dfxtp_1

[clocking]
numCtsBuffers = 3
postCtsHoldBufs = 0
root_buffer = sky130_fd_sc_hd__clkbuf_8
clockBufferDepth = 2
cts_setup_buffers = 0
cts_resized = 0
cts_tree = done
clk_pin_slew_worst_paths_ns = 0.09
total_number_of_h_tree_levels = 1
insertion_delay_ns = 0.27

[global_routing]
grt_max_degree = 17
grt_util_all_layers_pct = 5.40
grt_pass1_vias = 1089
antenna_violations_before_repair = 0
grt_pass1_wl_um = 5240
globalRoute.totalOverflow = 0

[routing]
route.detailed.drc = 0
avgRoutedWirePerCell_um = 11.1
iteration_tally_of_the_first_detailed_router_pass = 4
viasPerCell = 4.07
totalWireLength_um = 2990
insertedDiodeCount = 0
drtIter0Drc = 67
antenna_violating_nets_post_route = 0
routed-via-count = 1095

[pwr]
power.combinational.fraction_pct = 18.5
cellLeakagePower_nw = 0.655
final_power_mw = 1.19
sw_frac_of_total_pct = 25.5
p_sw_uw = 304
internal-power_uw = 889
cellPowerDensity_nw_per_um2 = 676
ir_drop_mv = 0.352
clock_power_share_pct = 33.1
power.sequential.fraction_pct = 48.4

[final_timing]
unrepaired_setup_endpoints_after_global_routing = no
fin_worst_skew_ns = 0.00115
finalSetupViolCount = 0
headroom_to_the_max_slew_limit_pct = 68.8
achievable-frequency_ghz = 0.543
worst_slew_pin_slew_ns = 0.467
setup_slack_ns = 0.358
untimed_endpoints = 1
register_pins_left_without_a_clock = 1
hold-worst-slack_ns = 0.492
number_of_failing_hold_endpoints_at_the_final_stage = 0
final_period_minus_worst_setup_slack_ns = 1.84
finalClockPeriodUsage_pct = 83.7
fin_setup_tns_ns = 0
timing.final.max_slew_violations = 0

[place]
port_buffers = 20
gpl.final_weighted_congestion = 0.829
placement.setup.worst_slack_ns = 0.420
dp_hpwl_um = 2220

[layout]
post-route-util_pct = 24.5
drive_above_1_share_pct = 10.6
relative_area_change_from_synthesis_to_final_layout_pct = 23.9

[run]
max_capacitance_violation_total = 0
tool_warnings = 28

[worst_hold_path]
holdCritPathClass = reg2reg
==> worst paths after layout <==
| path | from | endpoint | slack, ns | cells past startpoint |
|---|---|---|---|---|
| worst min-delay path | u_LFSR_checker.state[1] | u_LFSR_checker.state[3] | 0.49 | 2 |
| worst min register to register | u_LFSR_checker.state[1] | u_LFSR_checker.state[3] | 0.49 | 2 |
| max in group asynchronous | i_reset | u_LFSR_generator.LFSR[6] | 1.11 | 3 |
| worst max register to register | u_LFSR_generator.LFSR[3] | u_LFSR_checker.invalid_cnt[1] | 0.55 | 4 |
| min in group asynchronous | i_reset | u_LFSR_generator.LFSR[7] | 0.88 | 3 |
| worst max-delay path | u_LFSR_generator.LFSR[7] | o_LFSR[7] | 0.36 | 1 |
==> cells in the final DEF, fill, tap and decap left out, drive strengths merged, types with 2 or more instances in the layout <==
cell type,instances
clkdlybuf4s50,20
nand2,20
dfxtp,18
o21ai,15
nor2,11
xnor2,11
mux2i,10
inv,10
dfstp,7
ha,5
xor2,4
a211oi,4
o311ai,4
nand3,3
clkbuf,3
nand4,3
and4,2
nand2b,2
nor2b,2
a21oi,2
a31oi,2
or4,2
a311oi,2
buf,2
==> state kept, by name (all words and copies together) (netlist names) <==
signal                        count
u_LFSR_checker.expected_LFSR      8
u_LFSR_checker.invalid_cnt        2
u_LFSR_checker.lock               1
u_LFSR_checker.state              4
u_LFSR_checker.valid              1
u_LFSR_checker.valid_cnt          3
u_LFSR_generator.LFSR             8
==> power by group through the flow <==
stage	registers [mW]	clock network, mW	logic (mW)
finish	0.578	0.395	0.221
CTS	0.579	0.404	0.223
global route	0.587	0.424	0.249
==> metrics by stage <==
stage | cells | cell area, um2
finish | 269 | 1760
global route | 269 | 1760
CTS | 269 | 1760
floorplan | 155 | 1420
global placement | 265 | 1690
detailed placement | 265 | 1690
==> layout make-up <==
cell class | count | area [um2]
clock inverter | 1 | 30.0
timing repair buffer | 22 | 215
fill | 796 | 5450
inverter | 10 | 37.5
tap | 99 | 124
clock buffer | 3 | 41.3
sequential | 27 | 584
multi-input combinational | 107 | 732
==> routing by layer <==
metal	wire, um	share of wire [%]	track usage, %	vias to the layer above
li1	-	-	-	557
met2	1220	41	7.55	33
met3	246	8.2	2.02	2
met4	17	0.57	0.967	0
met1	1510	50	7.84	503
met5	0	0	0	-
==> logic make-up (layout without fill, tap and decap cells) <==
| kind of cell | count (synthesis) | in the layout | synth area share [%] |
|---|---|---|---|
| muxes | 10 | 10 | 7.03 |
| xor gates and xnor gates | 15 | 15 | 9.75 |
| adders and majority gates | 5 | 5 | 4.39 |
| buffers and inverters | 21 | 36 | 7.56 |
| and+or+nand+nor | 47 | 47 | 16.4 |
| DFF | 26 | 26 | 40.0 |
| AOI/OAI and AO/OA | 30 | 30 | 13.8 |
| latches | 1 | 1 | 1.05 |
Power and IR drop assume default switching activity.
